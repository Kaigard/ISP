## flow/run.sh

```bash
#!/bin/bash
# OpenROAD 26Q1-2900-gdf79404cd8, Yosys 0.63+post, stock flow scripts
make -C /OpenROAD-flow-scripts/flow DESIGN_CONFIG=/design/flow/config.mk WORK_HOME=/design/flow/orfs finish
```

## flow/config.mk

```make
export PLATFORM = sky130hd
export DESIGN_NAME = BLC
export DESIGN_NICKNAME = BLC
export VERILOG_FILES = /design/flow/design.v
export SDC_FILE = /design/flow/constraint.sdc
export NUM_CORES = 4
export LEC_CHECK = 1
export CORE_AREA = 10 10 78 78
export DIE_AREA = 0 0 88 88
```

## flow/constraint.sdc

```tcl
current_design BLC

set clk_period 3.1
set clk_io_pct 0.2

create_clock -name clk0 -period $clk_period [get_ports {clk}]

set non_clock_inputs [all_inputs -no_clocks]
set_input_delay [expr $clk_period * $clk_io_pct] -clock clk0 $non_clock_inputs
set_output_delay [expr $clk_period * $clk_io_pct] -clock clk0 [all_outputs]
```

## flow/design.v

```verilog
module BLC
#(
    parameter bits = 8,
    parameter width = 2048,
    parameter height = 2048,
    parameter bayerFormat = 0        
)
(
    input clk,
    input rst_n,
    input [bits-1 : 0] rMean_i,      
    input [bits-1 : 0] grMean_i,
    input [bits-1 : 0] gbMean_i,
    input [bits-1 : 0] bMean_i,
    input href_i,                    
    input vsync_i,
    input [bits-1 : 0] pixel_i,
    output href_o,
    output vsync_o,
    output [bits-1 : 0] pixel_o
);
    reg odd_line;
    reg href_reg;
    wire href_jump;
    reg odd_row;
    reg [bits-1 : 0] pixel_new;
    reg href_new;
    reg vsync_new;
    always @(posedge clk or negedge rst_n) begin
        if(~rst_n) begin
            odd_line <= 1'b0;
        end else begin
            odd_line <= href_i ? ~odd_line : 1'b0;
        end        
    end
    always @(posedge clk or negedge rst_n) begin
        if(~rst_n) 
            href_reg <= 1'b0;
        else 
            href_reg <= href_i;
    end
    assign href_jump = href_reg & ~href_i; 
    always @(posedge clk or negedge rst_n) begin
        if(~rst_n) begin
            odd_row <= 1'b0;
        end else begin
            if(vsync_i) 
                odd_row <= 1'b0;
            else if(href_jump) 
                odd_row <= ~odd_row;
        end
    end
    wire [1:0] pixelFormat = bayerFormat[1:0] ^ {odd_row, odd_line};  
    function [bits-1 : 0] pixel_sub_mean(input [bits-1 : 0] pixel, input [1:0] format);
        case (format)
            2'b00 : pixel_sub_mean = pixel - rMean_i;
            2'b01 : pixel_sub_mean = pixel - grMean_i;
            2'b10 : pixel_sub_mean = pixel - gbMean_i;
            2'b11 : pixel_sub_mean = pixel - bMean_i;
            default : pixel_sub_mean = {bits{1'b0}};             
        endcase
    endfunction
    always @(posedge clk or negedge rst_n) begin
        if(~rst_n) 
            pixel_new <= {bits{1'b0}};
        else 
            pixel_new <= pixel_sub_mean(pixel_i, pixelFormat);
    end
    assign pixel_o = pixel_new;
    always @(posedge clk) href_new <= href_i;
    always @(posedge clk) vsync_new <= vsync_i;
    assign href_o = href_new;
    assign vsync_o = vsync_new;
endmodule
```

==> impl_metrics.xml <==
<?xml version="1.0" encoding="UTF-8"?>
<metrics>
  <group name="run_status">
    <metric name="status" unit="">completed</metric>
  </group>
  <group name="logic_synthesis">
    <metric name="post_synth_instance_area" unit="um2">900</metric>
    <metric name="yosys.stat.seqShare" unit="%">35.0</metric>
    <metric name="synth_flop_count" unit="">13</metric>
    <metric name="synth_stat.cells" unit="">74</metric>
    <metric name="syn_area_per_cell" unit="um2">12.2</metric>
    <metric name="yosys_warnings" unit="">1</metric>
    <metric name="ys_types" unit="">25</metric>
    <metric name="synth_cells" unit="">74</metric>
    <metric name="ys_area" unit="um2">900</metric>
  </group>
  <group name="place">
    <metric name="io_buffer_count" unit="">53</metric>
    <metric name="dpl_cell_area" unit="um2">1490</metric>
    <metric name="place.gp.congestion" unit="">0.849</metric>
    <metric name="place_hpwl" unit="um">2140</metric>
  </group>
  <group name="setup_path">
    <metric name="critPathCaptureType" unit="">flop</metric>
    <metric name="crit_start" unit="">gbMean_i[0]</metric>
    <metric name="cp-endpoint" unit="">pixel_new[6]</metric>
    <metric name="critical_path.max_fanout" unit="">2</metric>
    <metric name="r2r_end" unit="">pixel_new[6]</metric>
    <metric name="worst-r2r-cell-count" unit="">8</metric>
    <metric name="worstSetupStartpointType" unit="">input pin</metric>
    <metric name="worst_r2r_startpoint" unit="">odd_row</metric>
    <metric name="cpMaxStageDelayCell" unit="">sky130_fd_sc_hd__mux4_1</metric>
    <metric name="reg2reg_slack" unit="ns">0.56</metric>
    <metric name="worst_ep_required_time" unit="ns">3.22</metric>
    <metric name="worst_ep_arrival_time" unit="ns">2.94</metric>
    <metric name="crit_path_max_incr_delay" unit="ns">0.50</metric>
    <metric name="cp_cell_sequence" unit="">clkdlybuf4s50_1, mux4_1, ha_1, fa_1, nor2b_1, o21ai_0, a21boi_0, mux2i_1, nand2_1</metric>
    <metric name="criticalPathCategory" unit="">input pin to flop</metric>
  </group>
  <group name="timing">
    <metric name="timing.final.crit_share" unit="%">90.9</metric>
    <metric name="final.setup_skew" unit="ns">0.000796</metric>
    <metric name="fin_setup_tns" unit="ns">0</metric>
    <metric name="rsz0062_at_grt" unit="">false</metric>
    <metric name="fmax" unit="MHz">355</metric>
    <metric name="relSlewSlack" unit="%">68.3</metric>
    <metric name="hold_violations" unit="">0</metric>
    <metric name="worst_slew_pin_slew" unit="ns">0.473</metric>
    <metric name="timing.final.setup_violations" unit="">0</metric>
    <metric name="finalMaxSlewViolations" unit="">0</metric>
    <metric name="period_needed" unit="ns">2.82</metric>
  </group>
  <group name="power">
    <metric name="power_report.internal_total" unit="mW">0.469</metric>
    <metric name="powerDensity" unit="nW/um2">403</metric>
    <metric name="share_clk_of_total_power" unit="%">23.6</metric>
    <metric name="sequentialPowerShare" unit="%">35.5</metric>
    <metric name="swShare" unit="%">24.2</metric>
    <metric name="leakage" unit="nW">0.652</metric>
    <metric name="vdd_drop_max" unit="mV">0.135</metric>
    <metric name="power.net_switching" unit="mW">0.150</metric>
    <metric name="power_frac_comb" unit="%">40.8</metric>
  </group>
  <group name="route">
    <metric name="detail_route.wl_per_cell" unit="um">12.8</metric>
    <metric name="route.final.wire_length" unit="um">2340</metric>
    <metric name="starting_drt_drc_count" unit="">15</metric>
    <metric name="remaining_drc_errors" unit="">0</metric>
    <metric name="via_per_inst" unit="">4.11</metric>
    <metric name="insertedDiodeCount" unit="">0</metric>
    <metric name="detail_route.first_pass.iterations" unit="">3</metric>
    <metric name="dr_total_vias" unit="">748</metric>
    <metric name="ant_nets" unit="">0</metric>
  </group>
  <group name="layout">
    <metric name="area_delta_synth_final" unit="%">70.4</metric>
    <metric name="largest_reg_flops" unit="">8</metric>
    <metric name="top_register_by_number_of_flip_flops" unit="">pixel_new</metric>
    <metric name="drive_above_1_share" unit="%">6.15</metric>
    <metric name="final_area" unit="um2">1530</metric>
  </group>
  <group name="clock_tree">
    <metric name="clk_root_buffer_cell" unit="">sky130_fd_sc_hd__clkbuf_8</metric>
    <metric name="post_cts.repair.setup_buffers" unit="">0</metric>
    <metric name="post_cts_hold_buffer_count" unit="">0</metric>
    <metric name="maximum_buffer_depth_of_the_clock_tree" unit="">2</metric>
    <metric name="tritoncts" unit="">built</metric>
    <metric name="clkTransAtPathRegs" unit="ns">0.05</metric>
    <metric name="clock.latency.late_pin" unit="ns">0.24</metric>
    <metric name="postCtsResizedCells" unit="">0</metric>
    <metric name="cts.htree.levels" unit="">1</metric>
    <metric name="cts_made_buffers" unit="">3</metric>
    <metric name="cts_sinks" unit="">13</metric>
  </group>
  <group name="global_route">
    <metric name="antenna_found_initial" unit="">0</metric>
    <metric name="first_global_vias" unit="">876</metric>
    <metric name="global_route_usage_over_all_layers" unit="%">6.17</metric>
    <metric name="overflow" unit="">0</metric>
    <metric name="maximum_number_of_pins_on_one_net_before_global_route_repair" unit="">12</metric>
    <metric name="grt_pass1_wl" unit="um">3910</metric>
  </group>
  <group name="job">
    <metric name="drv_cap" unit="">0</metric>
    <metric name="warning_count" unit="">25</metric>
  </group>
  <group name="worst_hold_path">
    <metric name="min_path_type" unit="">flop to flop</metric>
  </group>
  <group name="floorplanning">
    <metric name="die_w" unit="um">88</metric>
    <metric name="floorplan_die_area" unit="um2">7740</metric>
    <metric name="num_io_pins" unit="">54</metric>
    <metric name="cell_row_count" unit="">24</metric>
    <metric name="core" unit="um2">4410</metric>
    <metric name="die_height" unit="um">88</metric>
    <metric name="floorplan.core_util" unit="%">20.4</metric>
  </group>
</metrics>
==> critical path, delay by kind of cell <==
| kind | cells | cell delay (ns) |
|---|---|---|
| muxes | 2 | 0.72 |
| adders and majority gates | 2 | 0.62 |
| AOI/OAI and AO/OA | 2 | 0.40 |
| buffers and inverters | 1 | 0.39 |
| and+or+nand+nor | 2 | 0.19 |
==> cells in the mapped netlist (all sizes together) <==
| cell type | n | share of area [%] |
|---|---|---|
| nor3 | 2 | 1.1 |
| inv | 12 | 5.0 |
| nand2b | 1 | 0.70 |
| o21a | 1 | 0.83 |
| dfrtp | 11 | 31 |
| buf | 2 | 1.8 |
| nor2b | 4 | 2.8 |
| nor2 | 5 | 2.1 |
| a221oi | 1 | 0.97 |
| ha | 7 | 9.7 |
| nand2 | 2 | 0.83 |
| a21boi | 2 | 1.7 |
| and2b | 1 | 0.97 |
| a21oi | 1 | 0.56 |
| fa | 1 | 2.2 |
| xnor2 | 6 | 6.7 |
| o21ai | 2 | 1.1 |
| mux4 | 8 | 23 |
| mux2i | 1 | 1.1 |
| dfxtp | 2 | 4.5 |
| o211ai | 1 | 0.83 |
| o41ai | 1 | 0.97 |
==> power by group through the flow <==
stage         clock [mW]  sequential (mW)  combinational (mW)
CTS                0.152            0.220               0.259
global route       0.160            0.224               0.283
finish             0.146            0.220               0.253
==> area by class of cell <==
class | count | area (um2)
Fill cell | 437 | 2880
Tap cell | 52 | 65.1
Sequential cell | 13 | 315
Clock buffer | 3 | 41.3
Inverter | 12 | 45.0
Clock inverter | 1 | 5.00
Timing Repair Buffer | 54 | 538
Multi-Input combinational cell | 47 | 523
==> placed cells by master (no fill, tap or decap), types with 2 or more instances in the layout <==
cell type / count
sky130_fd_sc_hd__nand2_1: 2
sky130_fd_sc_hd__inv_1: 12
sky130_fd_sc_hd__nor3_1: 2
sky130_fd_sc_hd__a21boi_0: 2
sky130_fd_sc_hd__clkbuf_8: 3
sky130_fd_sc_hd__clkdlybuf4s50_1: 53
sky130_fd_sc_hd__o21ai_0: 2
sky130_fd_sc_hd__dfxtp_1: 2
sky130_fd_sc_hd__mux4_1: 7
sky130_fd_sc_hd__dfrtp_1: 11
sky130_fd_sc_hd__ha_1: 7
sky130_fd_sc_hd__nor2_1: 5
sky130_fd_sc_hd__xnor2_1: 5
sky130_fd_sc_hd__nor2b_1: 4
==> worst min path at each step <==
stage | end | start | cells past startpoint | slack, ns
4_1_cts | odd_row | href_reg | 3 | 0.69
5_1_grt | odd_row | rst_n | 1 | 0.74
6_report | odd_row | href_reg | 3 | 0.68
==> layer usage <==
| metal | up-vias | wire (um) | track usage [%] |
|---|---|---|---|
| met1 | 324 | 1140 | 8.42 |
| met5 | - | 0 | 0 |
| met3 | 2 | 326 | 3.46 |
| met2 | 47 | 837 | 8.47 |
| li1 | 375 | - | - |
| met4 | 0 | 34 | 1.16 |
==> cells by family after synthesis <==
group           after synthesis  synth area share, %
fa+ha+maj                     8                 12.0
compound gates                9                 6.95
simple gates                 15                 8.48
xor+xnor                      6                 6.68
flops                        13                 35.0
buf+inv                      14                 6.81
mux                           9                 24.1
==> metrics by stage <==
| step | instances | utilization, % | power (mW) | worst slack [ns] | hold WS, ns |
|---|---|---|---|---|---|
| after global routing | 182 | 34.7 | 0.667 | 0.0858 | 0.736 |
| final | 182 | 34.7 | 0.618 | 0.281 | 0.681 |
| after detailed placement | 178 | 33.7 | 0.482 | 0.00559 | 0.663 |
| after global placement | 178 | 33.7 | 0.478 | 0.0466 | 0.647 |
| after floorplan | 74 | - | 0.329 | 0.553 | 0.324 |
| after CTS | 182 | 34.7 | 0.632 | 0.259 | 0.693 |
No activity file was given, so power comes from the tool's default toggle rates.
